$ cat ./design.v
module bootram (
    input wire clk,
    input wire [31:0] addr,
    output wire [31:0] rd_data
);
    wire [31:0] mem [0:71];   
    reg [6:0] addr_sync;   
    assign mem[0] = 32'h746f6f72;
    assign mem[1] = 32'h00002023;
    assign mem[2] = 32'h64616f6c;
    assign mem[3] = 32'h00000000;
    assign mem[4] = 32'h4f4d580a;
    assign mem[5] = 32'h204d4544;
    assign mem[6] = 32'h6e617274;
    assign mem[7] = 32'h72656673;
    assign mem[8] = 32'h72726520;
    assign mem[9] = 32'h0a21726f;
    assign mem[10] = 32'h00000000;
    assign mem[11] = 32'h4f4d580a;
    assign mem[12] = 32'h204d4544;
    assign mem[13] = 32'h6e617274;
    assign mem[14] = 32'h72656673;
    assign mem[15] = 32'h6d6f6320;
    assign mem[16] = 32'h74656c70;
    assign mem[17] = 32'h00000a65;
    assign mem[18] = 32'h006e7572;
    assign mem[19] = 32'h72617473;
    assign mem[20] = 32'h00000a74;
    assign mem[21] = 32'h65726373;
    assign mem[22] = 32'h65666e65;
    assign mem[23] = 32'h00686374;
    assign mem[24] = 32'h20232320;
    assign mem[25] = 32'h23232020;
    assign mem[26] = 32'h23232020;
    assign mem[27] = 32'h23232323;
    assign mem[28] = 32'h23202020;
    assign mem[29] = 32'h0a232323;
    assign mem[30] = 32'h00000000;
    assign mem[31] = 32'h23232320;
    assign mem[32] = 32'h23232320;
    assign mem[33] = 32'h20232020;
    assign mem[34] = 32'h23202323;
    assign mem[35] = 32'h20202020;
    assign mem[36] = 32'h000a2323;
    assign mem[37] = 32'h23232320;
    assign mem[38] = 32'h23232323;
    assign mem[39] = 32'h20202020;
    assign mem[40] = 32'h20202323;
    assign mem[41] = 32'h20202020;
    assign mem[42] = 32'h000a2323;
    assign mem[43] = 32'h20232320;
    assign mem[44] = 32'h23232023;
    assign mem[45] = 32'h20202020;
    assign mem[46] = 32'h20202323;
    assign mem[47] = 32'h20202020;
    assign mem[48] = 32'h20202323;
    assign mem[49] = 32'h000a2320;
    assign mem[50] = 32'h20232320;
    assign mem[51] = 32'h23232020;
    assign mem[52] = 32'h20202020;
    assign mem[53] = 32'h20202323;
    assign mem[54] = 32'h20202020;
    assign mem[55] = 32'h20202323;
    assign mem[56] = 32'h000a2323;
    assign mem[57] = 32'h20232320;
    assign mem[58] = 32'h23232020;
    assign mem[59] = 32'h23202020;
    assign mem[60] = 32'h20232323;
    assign mem[61] = 32'h23202020;
    assign mem[62] = 32'h23232323;
    assign mem[63] = 32'h000a2323;
    assign mem[64] = 32'h6e6b6e75;
    assign mem[65] = 32'h2e6e776f;
    assign mem[66] = 32'h0000000a;
    assign mem[67] = 32'h33323130;
    assign mem[68] = 32'h37363534;
    assign mem[69] = 32'h62613938;
    assign mem[70] = 32'h66656463;
    assign mem[71] = 32'h00000000;
    always @(posedge clk) begin
        addr_sync <= addr[8:2];   
    end
    assign rd_data = mem[addr_sync];
endmodule
$ cat ./run.sh
#!/bin/bash
# OpenROAD 26Q1-2900-gdf79404cd8, Yosys 0.63+post, stock flow scripts
make -C /OpenROAD-flow-scripts/flow DESIGN_CONFIG=/design/flow/config.mk WORK_HOME=/design/flow/orfs finish
$ cat ./config.mk
export PLATFORM = sky130hd
export DESIGN_NAME = bootram
export DESIGN_NICKNAME = bootram
export VERILOG_FILES = /design/flow/design.v
export SDC_FILE = /design/flow/constraint.sdc
export NUM_CORES = 4
export LEC_CHECK = 1
export CORE_UTILIZATION = 30
$ cat ./constraint.sdc
current_design bootram

set clk_period 3.8
set clk_io_pct 0.2

create_clock -name clk0 -period $clk_period [get_ports {clk}]

set non_clock_inputs [all_inputs -no_clocks]
set_input_delay [expr $clk_period * $clk_io_pct] -clock clk0 $non_clock_inputs
set_output_delay [expr $clk_period * $clk_io_pct] -clock clk0 [all_outputs]
==> results.json <==
{
  "nFillCells": 884,
  "cp_max_fo": 14,
  "top_regs": "addr_sync (7)",
  "min_path_cells": 1,
  "layout_top_cell": "buf_4",
  "cts_root_buffer": "clkbuf_8",
  "largest_register": "addr_sync",
  "place_area_mm2": 0.003194,
  "routed_wl_um": 11990,
  "postRouteAntennaNets": 0,
  "crit_type": "reg -> out",
  "drv_slew": 0,
  "ff_type": "dfxtp_1",
  "grt_pass1_wl_um": 18310,
  "antenna_found_initial": 0,
  "portBuffers": 35,
  "worst_slew_pin_slew_ns": 0.5398,
  "relSlewSlack": 0.6374,
  "cts_tree": "done",
  "cap_violations": 0,
  "route.detailed.drc": 0,
  "tool_warnings": 50,
  "p_leak_nw": 1.225,
  "synthTopCellsByArea": "nor2_1 (5.9%), a21oi_1 (5.7%), nand2_1 (5.6%), dfxtp_1 (5.5%), buf_6 (5.3%)",
  "numCtsBuffers": 3,
  "synth.avg_cell_area_um2": 6.324,
  "fp_util": 0.3109,
  "irDropWorstVdd_v": 0.0002028,
  "syn_area_mm2": 0.002555,
  "dr_total_vias": 3539,
  "rows": 33,
  "clkTransAtPathRegs_ns": 0.04,
  "place.gp.congestion": 1.037,
  "largest_reg_flops": 7,
  "dp.cells": 553,
  "die_w_um": 94.29,
  "fin_crit_ns": 3.691,
  "p_per_area_mw_per_mm2": 184.4,
  "required_ns": 3.04,
  "design.core.area_mm2": 0.008217,
  "setup_violations": 0,
  "ys_warn_count": 1,
  "postCtsHoldBufs": 0,
  "via_per_inst": 6.320,
  "yosys.cell_types.count": 74,
  "fin_cells": 560,
  "layout_top_cells": "buf_4 (53), nor2_1 (40), nand2_1 (38)",
  "edf_count": 0,
  "hold_path_class": "in -> reg",
  "fmax_ghz": 0.2710,
  "cp-start-kind": "register",
  "drive_gt1_frac": 0.1912,
  "yosysTopAreaCell": "nor2_1",
  "timing.setup.tns_ns": 0,
  "hold_start": "addr[4]",
  "die-area_mm2": 0.008890,
  "wl_per_cell_um": 21.40,
  "ys_seq_frac": 0.05485,
  "grt_pass1_vias": 3200,
  "hold_viol_final": 0,
  "ys_cells": 404,
  "synth_top_area_share": 0.05877,
  "grt_max_degree": 40,
  "arrival_ns": 2.93,
  "drt_iter0_drc": 449,
  "syn_inst": 404,
  "overflow": 0,
  "synthToLayoutAreaGrowth_pct": 30.07,
  "die_y_um": 94.29,
  "htree_levels": 1,
  "final_cell_area_mm2": 0.003323,
  "io-pin-count": 65,
  "diodes": 0,
  "grt_use_total": 0.2758,
  "hold_end": "addr_sync[2]",
  "status": "finished clean",
  "ys_ff": 7,
  "cp-end-kind": "output port",
  "async_flop_share": 0,
  "rsz0062_at_grt": "false",
  "hpwl_um": 9032,
  "dr.pass1.iters": 6,
  "clockBufferDepth": 2,
  "fin_crit_sh": 0.9712,
  "cts.sinks": 7,
  "yosysChipArea_mm2": 0.002555
}
[per-stage QoR]
stage          utilization  setup WS (ns)  power [mW]  hold slack [ns]
2_1_floorplan            -          1.082      0.3043           0.7877
3_3_place_gp        0.3888         0.1094      0.4995            1.202
3_5_place_dp        0.3888         0.1095      0.4964            1.204
4_1_cts             0.3958        0.01771      0.6011           0.9703
5_1_grt             0.4044       0.002268      0.6530           0.9670
6_report            0.4044         0.1094      0.6129           0.9712
[power by group]
part | internal [mW] | switching [mW]
Sequential | 0.0778 | 0.0160
Combinational | 0.210 | 0.209
Clock | 0.0721 | 0.0275
Total | 0.360 | 0.253
[cells in the mapped netlist (8+ instances only)]
master	n
nor2_1	40
nand2_1	38
a21oi_1	29
o21ai_0	22
buf_2	19
nand3_1	19
nand2b_1	18
o22ai_1	15
nor2b_1	13
buf_6	12
nor3_1	10
nand4_1	9
clkbuf_1	8
o211ai_1	8
[area by class of cell]
cell class | instances | area, µm² | share of cell area
clock buffers | 4 | 45.04 | 0.01355
inverters | 6 | 22.52 | 0.006777
multi-input cells | 345 | 2115 | 0.6363
flip-flops and latches | 7 | 156.4 | 0.04706
well taps | 105 | 131.4 | 0.03953
repair buffers | 93 | 853.3 | 0.2568
[kinds of logic (layout without fill, tap and decap cells)]
kind of cell,count (synthesis),count (layout),synth area share
AND-OR/OR-AND,143,143,0.3805
XOR/XNOR,6,6,0.02057
buffers and inverters,55,103,0.1342
flip-flops,7,7,0.05485
other,1,4,0.001468
AND/OR/NAND/NOR,192,192,0.4084
[layer usage]
layer	global-route usage	wire, µm	up-vias	share of wire
li1	-	-	1613	-
met1	0.3879	4843	1626	0.40
met2	0.4330	5367	259	0.45
met3	0.03128	1274	41	0.11
met4	0.09872	501	0	0.042
met5	0	0	-	0
[timing repair]
action,in CTS,in global routing
buffers inserted,0,2
gates resized,4,9
cloned,0,1
pin swaps,0,1
endpoints found under the setup margin,17,18
[worst max path at each step]
stage | slack [ns] | start | depth (start not counted) | to
6_report | 0.11 | addr_sync[4] | 8 | rd_data[30]
5_1_grt | 0.002 | addr_sync[3] | 9 | rd_data[30]
4_1_cts | 0.02 | addr_sync[3] | 7 | rd_data[29]
[worst max-delay path, stage by stage, from the launching register on]
cell,delay (ns)
dfxtp_2,0.49
or3_1,0.28
a21oi_2,0.06
a221oi_2,0.32
nand4_1,0.19
or4_4,0.62
buf_12,0.18
nand3b_1,0.11
clkdlybuf4s50_1,0.47
Power is estimated from default activity; no workload was simulated.
