<file path="constraint.sdc">
current_design imem

set clk_period 103.8
set clk_io_pct 0.2

create_clock -name clk0 -period $clk_period [get_ports {clk}]

set non_clock_inputs [all_inputs -no_clocks]
set_input_delay [expr $clk_period * $clk_io_pct] -clock clk0 $non_clock_inputs
set_output_delay [expr $clk_period * $clk_io_pct] -clock clk0 [all_outputs]
</file>
<file path="design.v">
module imem #(parameter byte_num = 2'b00) (
    input wire clk,
    input wire we,
    input wire [31:0] wr_addr,
    input wire [31:0] rd_addr,
    input wire [7:0] wr_data,
    output wire [7:0] rd_data
);
    reg [7:0] mem [0:511];   
    reg [8:0] addr_sync;   
    always @(posedge clk) begin
        if (we) mem[wr_addr[10:2]] <= wr_data;   
        addr_sync <= rd_addr[10:2];   
    end
    assign rd_data = mem[addr_sync];
endmodule
</file>
<file path="config.mk">
export PLATFORM = sky130hd
export DESIGN_NAME = imem
export DESIGN_NICKNAME = imem
export VERILOG_FILES = /design/flow/design.v
export SDC_FILE = /design/flow/constraint.sdc
export NUM_CORES = 4
export LEC_CHECK = 1
export CORE_UTILIZATION = 30
</file>
<file path="run.sh">
#!/bin/bash
# OpenROAD 26Q1-2900-gdf79404cd8, Yosys 0.63+post, stock flow scripts
make -C /OpenROAD-flow-scripts/flow DESIGN_CONFIG=/design/flow/config.mk WORK_HOME=/design/flow/orfs finish
</file>
==> impl_metrics.tcl <==
# flow metrics
set metrics [dict create \
    outcome "finished, final reports clean" \
    cts_tree "built" \
    via_count 79130 \
    slew_headroom_pct 27.99 \
    synthCells 8031 \
    antenna_found_initial 18 \
    synth_flops 4105 \
    p_per_area_nw_per_um2 18.71 \
    die_w_um 732.2 \
    final-hold-violation-count 0 \
    gp_congestion 0.9055 \
    area_leaders "edfxtp_1, mux4_2, mux2i_1" \
    die_y_um 732.2 \
    netlist-cell-type-count 51 \
    syn_avg_cell_area_sq_um 19.92 \
    tightest_slew_ps 1067 \
    async_flop_share_pct 0 \
    crit_top_cell "buf_4" \
    dp_hpwl_um 248100 \
    cts_buffers 397 \
    cts-root-buf "clkbuf_16" \
    grt_setup_unrepaired "no" \
    post-route-min-period_ps 28750 \
    drt_wl_total_um 401900 \
    ant_nets 0 \
    layout_top_cell "edfxtp_1" \
    die_area_sq_um 536100 \
    top_area_share_pct 76.90 \
    ys_seq_share_pct 77.01 \
    cts_resized 0 \
    finalSetupViolCount 0 \
    vias_per_cell 5.105 \
    synthFlopType "edfxtp_1" \
    timing.fmax_ghz 0.03479 \
    yosys_area_sq_um 159900 \
    endpoint_kind "primary output" \
    cts_setup_buffers 0 \
    netlist_area_sq_um 159900 \
    p_leak_nw 55.63 \
    largest_reg_flops 4096 \
    crit_required_ps 83040 \
    crit_fanout 40 \
    drt_iter0_drc 5295 \
    edf_count 4096 \
    ctsHoldBuffers 0 \
    maxCapViolations 0 \
    ios 82 \
    drive_above_1_share_pct 17.19 \
    slew_violations 0 \
    row_count 267 \
    fp-utilization_pct 30.19 \
    clkTransAtPathRegs_ps 60 \
    max_stage_delay_ps 830 \
    drc_errors 0 \
    setup_tns_ps 0 \
    grt_pass1_wl_um 584600 \
    grt-ovfl-total 0 \
    hp-class "primary input to flop" \
    io_buffers 35 \
    grt_max_degree 121 \
    firstDrtPassIters 7 \
    yosys_warnings 1 \
    post_drt_wl_per_cell_um 25.93 \
    ir_drop_v 0.00001473 \
    final_cell_mix "edfxtp_1, mux2i_1, mux4_2" \
    track_usage_pct 15.83 \
    cts.path.max_buffers 4 \
    ys_cells 8031 \
    area_growth_pct 12.96 \
    clock-sinks 4105 \
    tool_warnings 92 \
    htreeDepth 5 \
    cpMaxStageDelayCell "dfxtp_4" \
    crit_arrival_ps 7990 \
    fillers 48210 \
    final_util_pct 34.10 \
    finalCritPeriodShare_pct 27.69 \
    core_area_sq_um 529800 \
    critical_path_class "flop to primary output" \
    crit_chain "buf_4, buf_4, buf_4, buf_4, mux2i_1, o221ai_1, a21oi_1, nor4_1, nand4_1, nor4_1, o2111a_1, clkdlybuf4s50_1" \
    yosysTopAreaCell "edfxtp_1" \
    grt_pass1_vias 86960 \
    startpoint_type "flop" \
]
-- cell usage after synthesis, types with 36 or more instances --
library cell     n
nor4_1          36
buf_2           57
nor2_1         597
nand3_1         36
o22ai_1        163
a22oi_1         61
mux2i_1        797
mux4_2         654
o221ai_1       371
edfxtp_1      4096
buf_6           64
a21oi_1        194
buf_1           41
nand2_1        111
buf_4           70
o21ai_0        118
nor3_1         109
clkbuf_1       265
-- worst max-delay path: cells and delay by family, from the launching register on --
kind,cells,cell delay [ps]
AOI/OAI and AO/OA,3,1150
buffers and inverters,5,2970
DFF,1,830
muxes,1,160
and+or+nand+nor,3,1790
-- kinds of logic after synthesis --
family	count (synthesis)	synth area share, %
buffers and inverters	516	1.848
flip-flops	4105	77.01
AND/OR/NAND/NOR	980	2.631
AND-OR/OR-AND	979	4.313
multiplexers	1451	14.20
-- layout make-up --
cell class	instances	area, sq um	share of cell area, %
well taps	6994	8751	4.843
multi-input cells	3410	33980	18.81
clock inverters	227	2085	1.154
clock buffers	494	10410	5.759
flip-flops and latches	4105	123200	68.18
repair buffers	256	2212	1.224
inverters	3	18.77	0.01039
diodes	12	30.03	0.01662
-- where the power goes --
| group | switching (mW) | internal, mW | leakage (nW) | total (mW) |
|---|---|---|---|---|
| registers | 0.00193 | 1.82 | 36.9 | 1.83 |
| logic | 0.110 | 0.0505 | 12.7 | 0.160 |
| clock network | 0.604 | 0.790 | 6.09 | 1.39 |
| total | 0.715 | 2.67 | 55.6 | 3.38 |
-- final timing paths --
kind	from	endpoint	slack (ps)	cells past startpoint
worst max-delay path	flop	rd_data[5]	75050	12
worst min-delay path	wr_data[4]	mem[386][4]	20250	1
-- stage by stage --
stage	cell area [sq um]	worst slack, ps	cells	hold slack [ps]	total power [mW]
2_1_floorplan	159900	80910	8031	20790	1.948
3_3_place_gp	168200	76330	14770	21200	2.021
3_5_place_dp	168200	76220	14770	21210	2.023
4_1_cts	180600	75150	15490	20190	3.404
5_1_grt	180700	74840	15500	20230	3.478
6_report	180700	75050	15500	20250	3.381
-- per-layer routing --
layer | global-route usage, % | wire length (um) | vias up
li1 | - | - | 33740
met1 | 16.76 | 129200 | 39830
met2 | 24.44 | 190200 | 4783
met3 | 12.22 | 67250 | 745
met4 | 4.477 | 14540 | 31
met5 | 1.282 | 774 | -
Power figures rest on the tool's default switching activity, not on a simulated workload.
